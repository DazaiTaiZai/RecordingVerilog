File: design/flow/run.sh
#!/bin/bash
# OpenROAD 26Q1-2900-gdf79404cd8, Yosys 0.63+post, stock flow scripts
make -C /OpenROAD-flow-scripts/flow DESIGN_CONFIG=/design/flow/config.mk WORK_HOME=/design/flow/orfs finish
File: design/flow/config.mk
export PLATFORM = sky130hd
export DESIGN_NAME = counter
export DESIGN_NICKNAME = counter
export VERILOG_FILES = /design/flow/design.v
export SDC_FILE = /design/flow/constraint.sdc
export NUM_CORES = 4
export LEC_CHECK = 1
export CORE_AREA = 10 10 70 70
export DIE_AREA = 0 0 80 80
File: design/flow/constraint.sdc
current_design counter

set clk_period 1.3
set clk_io_pct 0.2

create_clock -name clk0 -period $clk_period [get_ports {clk}]

set non_clock_inputs [all_inputs -no_clocks]
set_input_delay [expr $clk_period * $clk_io_pct] -clock clk0 $non_clock_inputs
set_output_delay [expr $clk_period * $clk_io_pct] -clock clk0 [all_outputs]
File: design/flow/design.v
module counter (
        input  logic        clk,       
        input  logic        rst_n,     
        input  logic        en,        
        output logic [3:0]  count      
);
always_ff @(posedge clk) begin
        if (!rst_n) begin
                count <= 4'd0;
        end else if (en) begin
                count <= count + 1;
        end
end
endmodule
==> qor.rpt <==
==================================================================================================
Outcome                                                                               complete, no violations
Routed vias                                                                                    166
Max Slew Vio Count                                                                               0
Post-synthesis sequential area ratio                                                         0.454
Critical path data required time                                                           1.04 ns
Clock Path Buffers                                                                               2
Max_slew headroom                                                                            0.851
Number of cell instances after yosys synthesis                                                  16
Final setup skew                                                                       0.000384 ns
Mapped Cells                                                                                    16
Flip-flop cell with the highest count after synthesis                                 sky130_fd_sc_hd__dfxtp_1
Flip-flop count of the largest register, all copies and words added                              4
Buffer type at the clock tree root                                                    sky130_fd_sc_hd__clkbuf_4
Hold Fails Final Rpt                                                                             0
Most numerous cell types in the synthesized netlist                                   sky130_fd_sc_hd__dfxtp_1 (4), sky130_fd_sc_hd__mux2i_1 (2)
Unique cell types                                                                               12
CP Data Arrival Time                                                                       0.83 ns
Yosys warning total                                                                              1
Master of the slowest instance on the critical path                                   sky130_fd_sc_hd__dfxtp_4
Type of the most critical hold path                                                        reg2reg
Slew at the pin closest to its max-slew limit                                             0.222 ns
Main area contributors                                                                sky130_fd_sc_hd__dfxtp_1 (45%), sky130_fd_sc_hd__mux2i_1 (11%), sky130_fd_sc_hd__ha_1 (7.1%)
Synth Cell Area                                                                            176 µm²
Hold-fix buffers, CTS                                                                            0
Yosys synthesis chip area                                                                  176 µm²
Dominant cell by count in the synthesized netlist                                     sky130_fd_sc_hd__dfxtp_1
Area occupied by registers                                                                87.6 µm²
Remaining number of nets flagged by the antenna check after routing                              0
Buffers and inverters on the worst path                                                          1
Total wire length after detailed routing                                                    533 µm
Average cell area after synthesis                                                         11.0 µm²
Async S/R FF share, synth                                                                        0
CTS tree                                                                                       yes
Area enclosed by the die boundary                                                         6400 µm²
Clock transition time at the flip-flop clock pins of the worst setup and hold paths        0.04 ns
Area share, top type                                                                         0.454
CP Launch Type                                                                           flip-flop
Largest stage delay on the critical path                                                   0.35 ns
Sinks on Clock Net                                                                               4
Max_cap viols                                                                                    0
Global-route wire length before repair                                                      848 µm
Kind of end point of the critical path                                                primary output
Pre-CTS worst setup slack                                                               0.00710 ns
Power density normalized to cell area                                                   975 nW/µm²
Number of antenna violations at the first check in global routing                                0
Total clock buffers created by CTS                                                               3
Number of cell rows                                                                             21
Final worst slack                                                                         0.209 ns
Static power due to leakage                                                            0.000175 µW
Flops out of synthesis                                                                           4
Total DRC errors in the routed layout                                                            0
Highest attainable clock frequency                                                         916 MHz
RePlAce Congestion                                                                           0.675
Overflow after GRT                                                                               0
Starting DRT DRC Count                                                                           2
Max rail drop VDD                                                                       0.000435 V
Cell type with the largest total area                                                 sky130_fd_sc_hd__dfxtp_1
Top register by number of flip-flops                                                         count
Number of top-level pins                                                                         7
Overall die height                                                                           80 µm
Via count normalized by instance count                                                        2.27
Critical Path Fanout Max                                                                         4
Core outline area                                                                         3420 µm²
Total area of multi-input combinational cells                                             96.3 µm²
Layout fillers                                                                                 402
Crit path cell chain                                                                  dlygate4sd2_1
Largest registers ranked by flip-flop count                                               count x4
Maximum number of pins on one net before global-route repair                                     6
Clock period minus final worst setup slack                                                 1.09 ns
Number of OpenROAD warnings                                                                     25
Share of final-layout standard cells stronger than drive strength 1                          0.370
Core utilization before placement                                                           0.0516
Detailed placement HPWL                                                                     375 µm
Crit Path Category                                                                         reg2out
Relative area change from synthesis to final layout                                          93.6%
Post-synth tally of flip-flops with integrated enable                                            0
CTS H-tree depth                                                                                 1
Wire length per cell after detailed routing                                                7.30 µm
Total routing usage reported by global routing                                              0.0178
Fin crit share                                                                               0.839
Port buffer count                                                                                6
Horiz. Die Dim                                                                               80 µm
Latest clock arrival within the worst-skew pair                                            0.23 ns
Via count of the first global-routing pass                                                     183
Setup repair after global routing missed its margin                                             no
Number of endpoints failing setup at the final stage                                             0
Number of antenna repair diodes                                                                  0
Largest delay share family, worst path                                                  flip-flops
Fin Setup TNS                                                                                 0 ns
DRT Pass-1 Iters                                                                                 2
==================================================================================================
==> final cells by class <==
cell class	instances	area share
Clock buffer	3	0.0659
Multi-Input combinational cell	12	0.282
Sequential cell	4	0.256
Tap cell	46	0.168
Timing Repair Buffer	8	0.227
==> final timing paths <==
path | start | depth (start not counted) | to | slack [ns]
max | count[0] | 1 | count[0] | 0.21
min | count[3] | 2 | count[3] | 0.48
max reg2reg | count[1] | 4 | count[2] | 0.22
min reg2reg | count[3] | 2 | count[3] | 0.48
==> where the power goes <==
part,internal (µW),switching [µW],total [µW]
registers,131,6.97,138
clock network,103,49.5,153
logic,27.6,14.4,42.0
total,262,70.8,333
==> kinds of logic (layout without fill, tap and decap cells) <==
logic type | after synthesis | after routing | share of synthesized area
compound gates | 2 | 2 | 0.0851
xor+xnor | 1 | 1 | 0.0497
fa+ha+maj | 1 | 1 | 0.0709
simple gates | 6 | 6 | 0.227
buf+inv | 0 | 11 | 0
flops | 4 | 4 | 0.454
mux | 2 | 2 | 0.113
==> per-stage QoR <==
| stage | cells | cell area (µm²) | hold WS (ns) | total power (µW) | util |
|---|---|---|---|---|---|
| global placement | 69 | 302 | 0.464 | 178 | 0.0883 |
| finish | 73 | 342 | 0.478 | 333 | 0.100 |
| detailed placement | 69 | 302 | 0.472 | 180 | 0.0883 |
| CTS | 73 | 337 | 0.481 | 344 | 0.0985 |
| floorplan | 16 | 176 | 0.377 | 151 | - |
| global route | 73 | 342 | 0.498 | 358 | 0.100 |
==> cells in the final DEF, fill, tap and decap left out <==
master                            n
sky130_fd_sc_hd__xor2_1           1
sky130_fd_sc_hd__dfxtp_2          3
sky130_fd_sc_hd__and2_1           1
sky130_fd_sc_hd__nor2b_1          1
sky130_fd_sc_hd__and3b_2          1
sky130_fd_sc_hd__clkbuf_4         3
sky130_fd_sc_hd__or2b_1           1
sky130_fd_sc_hd__clkdlybuf4s50_1  2
sky130_fd_sc_hd__ha_1             1
sky130_fd_sc_hd__dlymetal6s2s_1   2
sky130_fd_sc_hd__dfxtp_4          1
sky130_fd_sc_hd__nand2_1          1
sky130_fd_sc_hd__buf_4            2
sky130_fd_sc_hd__a21boi_0         1
sky130_fd_sc_hd__o21a_1           1
sky130_fd_sc_hd__nand4_1          1
sky130_fd_sc_hd__dlygate4sd2_1    2
sky130_fd_sc_hd__mux2i_1          2
==> what timing repair did <==
| action | 4_1_cts | 5_1_grt |
|---|---|---|
| setup buffers | 1 | 0 |
| endpoints found under the setup margin | 4 | 2 |
| resized | 7 | 2 |
==> layer usage <==
metal / wire (µm) / vias to the layer above / share of wire / track usage
met5: 0 / - / 0 / 0
met3: 70 / 0 / 0.13 / 0.0159
met1: 334 / 75 / 0.63 / 0.0266
met4: 0 / 0 / 0 / 0.00176
li1: - / 81 / - / -
met2: 128 / 10 / 0.24 / 0.0177
Power figures rest on the tool's default switching activity, not on a simulated workload.
