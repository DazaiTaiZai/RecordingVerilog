### flow/config.mk
export PLATFORM = sky130hd
export DESIGN_NAME = mux16to1
export DESIGN_NICKNAME = mux16to1
export VERILOG_FILES = /design/flow/design.v
export SDC_FILE = /design/flow/constraint.sdc
export NUM_CORES = 4
export LEC_CHECK = 1
export CORE_AREA = 10 10 70 70
export DIE_AREA = 0 0 80 80
### flow/constraint.sdc
current_design mux16to1

set clk_period 2.3
set clk_io_pct 0.2

create_clock -name clk0 -period $clk_period

set non_clock_inputs [all_inputs -no_clocks]
set_input_delay [expr $clk_period * $clk_io_pct] -clock clk0 $non_clock_inputs
set_output_delay [expr $clk_period * $clk_io_pct] -clock clk0 [all_outputs]
### flow/design.v
module mux4to1( 
    input [3:0] d,              
    input [1:0] sel,            
    output reg y
);
    always @(*) begin
        case (sel)
            2'b00: y = d[0];
            2'b01: y = d[1];
            2'b10: y = d[2];
            2'b11: y = d[3];
        endcase
    end
endmodule
module mux16to1 (
    input [15:0] d,
    input [3:0] sel,
    output y
);
    wire [3:0] st1_out;
    mux4to1 m0 (.d(d[3:0]),    .sel(sel[1:0]), .y(st1_out[0]));
    mux4to1 m1 (.d(d[7:4]),    .sel(sel[1:0]), .y(st1_out[1]));
    mux4to1 m2 (.d(d[11:8]),   .sel(sel[1:0]), .y(st1_out[2]));
    mux4to1 m3 (.d(d[15:12]),  .sel(sel[1:0]), .y(st1_out[3]));
    mux4to1 m4 (.d(st1_out), .sel(sel[3:2]), .y(y));
endmodule
### flow/run.sh
#!/bin/bash
# OpenROAD 26Q1-2900-gdf79404cd8, Yosys 0.63+post, stock flow scripts
make -C /OpenROAD-flow-scripts/flow DESIGN_CONFIG=/design/flow/config.mk WORK_HOME=/design/flow/orfs finish
==> impl_metrics.yaml <==
# synthesis and place-and-route metrics
status:
  status: "finished clean"
die:
  die_area_um2: 6400
  ios: 21
  die_w_um: 80
  rows: 21
  die_h_um: 80
  core-area_um2: 3416
  core_util_floorplan: 0.05018
clocking:
  holdBufCountCts: 0
synthesis:
  ys_cells: 18
  syn_inst: 18
  ys_sh_xor: 0
  ys_sh_simple: 0.1241
  top_logic_kind: "multiplexers"
  ys_seq_frac: 0
  top_cells_by_area: "mux4_2 26%, mux2i_1 18%, o211ai_2 15%"
  ys_sh_aoi: 0.2628
  synth_cell_types: 11
  yosysWarnings: 1
  synthAdderAreaFrac: 0
  synth.cell_area_um2: 171.4
  syn_area_per_cell_um2: 9.523
  synth_top_cell_by_area: "mux4_2"
  ys_area_um2: 171.4
  muxShareOfSynthArea: 0.5255
  yosysTopAreaCellShare: 0.2628
sta:
  period_minus_slack_ns: 2.194
  fmax_ghz: 0.4557
  rsz0062_at_grt: "no"
  setup_viol: 0
  worst_slew_pin_slew_ns: 0.2809
  slew_viol_final: 0
  max_slew_margin: 0.8127
  final_min_period_over_clock_period: 0.9540
  worst_slack_ns: 0.1057
  hold_violations: 0
global_route:
  grt_use_total: 0.02618
  overflow: 0
  grt_max_degree: 8
  grt_pass1_wl_um: 1331
  grt_antenna_before_repair: 0
  grt_pass1_vias: 288
power:
  p_leak_nw: 0.1754
  powerDensity_nw_per_um2: 154.3
  peakVddDrop_uv: 23.23
setup_path:
  crit_required_ns: 1.84
  critPathLaunchType: "input port"
  arrival_ns: 1.73
  critical_path_peak_fanout: 1
  crit_top_cell: "o211ai_2"
  critPathCaptureType: "primary output"
  worst_path_max_delay_cell: "clkdlybuf4s50_1"
  worstSetupPathType: "input port to primary output"
  path_cells: "clkdlybuf4s50_1 -> mux2_4 -> a221o_1 -> o211ai_2 -> o211ai_2 -> buf_2"
  max_stage_delay_ns: 0.41
finish:
  clock_buffers: 0
  utilization: 0.1344
  layout-drive-gt1-share: 0.2791
  seq_area_um2: 0
  flops: 0
  syn2layout_area_growth_pct: 167.9
  instances_no_fill: 89
route:
  vias_per_cell: 2.697
  drc: 0
  n_antenna_cell: 0
  wl_per_cell_um: 9.787
  first_iter_violations: 6
  wl_um: 871
  num_vias: 240
  first_pass_iters: 2
  antenna_left: 0
hold_path:
  hp-class: "input port to primary output"
flow_run:
  maxCapViolCount: 0
  openroad.warnings: 32
placed_design:
  dp.cells: 89
  gp_congestion: 0.7299
  port_buffers: 21
  post-place-ws_ns: -0.5439
  dp_hpwl_um: 825.5
==> path summary, 6_finish.rpt <==
check	start	to	depth (start not counted)
worst max-delay path	d[7]	y	6
worst min-delay path	sel[3]	y	6
==> critical path, delay by kind of cell <==
kind,cells,cell delay (ns)
mux,1,0.26
compound gates,3,0.49
buf+inv,2,0.53
==> layout make-up <==
class / count / area [um^2]
Fill cell: 401 / 2957
Timing Repair Buffer: 26 / 241.5
Multi-Input combinational cell: 16 / 156.4
Tap cell: 46 / 57.56
Inverter: 1 / 3.754
==> cell families (layout without fill, tap and decap cells) <==
group                  count (synthesis)  after routing
AOI/OAI and AO/OA                      5              5
buffers and inverters                  2             27
and+or+nand+nor                        5              5
muxes                                  6              6
==> cells in the mapped netlist <==
master and instances:
a21oi_1 2, a221o_1 1, buf_6 1, inv_1 1, mux2_4 1, mux2i_1 3
mux4_2 2, nand2_1 3, nor2_1 1, nor2b_1 1, o211ai_2 2
==> power by group <==
part	internal [mW]	switching (mW)	total, mW
sequential	0	0	0
combinational	0.0511	0.0197	0.0708
clock	0	0	0
==> cell usage in the layout, fill, tap and decap left out <==
master / netlist / layout
clkdlybuf4s50_1: 0 / 18
buf_4: 0 / 5
nand2_1: 3 / 3
mux2i_1: 3 / 3
mux4_2: 2 / 2
a21oi_1: 2 / 2
o211ai_2: 2 / 2
inv_2: 0 / 1
nor2b_1: 1 / 1
mux2_4: 1 / 1
a221o_1: 1 / 1
nor2_1: 1 / 1
clkdlybuf4s15_1: 0 / 1
dlygate4sd2_1: 0 / 1
buf_2: 0 / 1
==> timing repair <==
action                                  CTS  global route
endpoints found under the setup margin    1             1
resized                                   7             0
gates cloned                              0             0
pin swaps                                 1             1
setup buffers                             0             0
hold endpoints to repair                  0             0
==> through the flow <==
stage	setup TNS (ns)	cell area, um^2	power (mW)	hold slack [ns]
after floorplan	0	171.4	0.02544	0.9740
after global placement	-0.5037	465.4	0.07387	2.052
after detailed placement	-0.5439	465.4	0.07492	2.041
after CTS	0	459.2	0.07205	1.614
after global routing	0	459.2	0.07721	1.661
final	0	459.2	0.07083	1.601
==> routing by layer <==
metal / vias up / wire length (um) / global-route usage
li1: 122 / - / -
met1: 108 / 324 / 0.02861
met2: 10 / 421 / 0.04575
met3: 0 / 125 / 0.01477
met4: 0 / 0 / 0
met5: - / 0 / 0
Power is estimated from default activity; no workload was simulated.
